==> ./config.mk <==
export PLATFORM = sky130hd
export DESIGN_NAME = cache
export DESIGN_NICKNAME = cache
export VERILOG_FILES = /design/flow/design.v
export SDC_FILE = /design/flow/constraint.sdc
export NUM_CORES = 4
export LEC_CHECK = 1
export CORE_UTILIZATION = 30
export SYNTH_MEMORY_MAX_BITS = 65536
==> ./constraint.sdc <==
current_design cache

set clk_period 18.7
set clk_io_pct 0.2

create_clock -name clk0 -period $clk_period [get_ports {clk}]

set non_clock_inputs [all_inputs -no_clocks]
set_input_delay [expr $clk_period * $clk_io_pct] -clock clk0 $non_clock_inputs
set_output_delay [expr $clk_period * $clk_io_pct] -clock clk0 [all_outputs]
==> ./design.v <==
`timescale 1ns/1ps
module cache(
    input clk,
    input [31:0] addr_in,    
    input state,
    output wire hit           
);
    wire [15:0] hit_lines;
    wire [15:0] enable_lines;
    wire [24:0] tag;     
    wire [3:0] index;    
    wire offset;         
    assign offset = addr_in[2:0];
    assign index = addr_in[6:3];
    assign tag = addr_in[31:7];
    assign hit = (hit_lines > 0) ? 1 : 0;    
    decoder enable_decode(.in(index),
                          .out(enable_lines));
    genvar i;
    generate
        for (i = 0; i <= 15; i = i + 1) begin
            cache_set set(.clk(clk),
                          .tag(tag),                     
                          .enable(enable_lines[i]),      
                          .state(state),                 
                          .hit_out(hit_lines[i]));           
        end
    endgenerate
endmodule
`timescale 1ns/1ps
module cache_set(
    input clk,                       
    input [63:0] write_data,         
    input [24:0] tag,                
    input mem_write,                 
    input state,                     
    input enable,                    
    output reg [63:0] read_data,     
    output wire hit_out                   
    );
    reg unsigned [3:0] write_ptr;     
    reg unsigned [3:0] read_ptr;      
    reg unsigned [4:0] cache_size;
    integer i;
    reg [24:0] tags [15:0];
    reg valid_bits [15:0];
    reg [61:0] data_memory [15:0];
    reg hit;
    assign hit_out = hit;
    always @ (posedge clk) begin
            case (state)
            0: begin
                for (i = 0; i < 16; i = i + 1) begin           
                    if (tags[i] == tag && valid_bits[i] == 1 && enable == 1) begin
                        read_data <= data_memory[i];     
                        hit <= 1;                        
                    end
                end
            end
            1: begin
                if (enable == 1 && hit == 0) begin
                    if (cache_size == 16) begin
                        tags[read_ptr] <= tag;                   
                        read_ptr <= read_ptr + 1;                
                        write_ptr <= write_ptr + 1;              
                        data_memory[write_ptr] <= write_data;    
                    end else begin 
                        tags[write_ptr] <= tag;          
                        valid_bits[write_ptr] <= 1;      
                        write_ptr <= write_ptr + 1;      
                        cache_size <= cache_size + 1;    
                    end
                end
                hit <= 0;
                end
        endcase
    end
    initial begin
        cache_size = 0;      
        read_ptr = 0;
        write_ptr = 0;
        hit = 0;
    end
endmodule
`timescale 1ns / 1ps
module decoder(
    input [3:0] in,
    output reg [15:0] out
);
    always @ (*) begin
        case (in)
            'b0000: out <= 16'b0000000000000001;
            'b0001: out <= 16'b0000000000000010;
            'b0010: out <= 16'b0000000000000100;
            'b0011: out <= 16'b0000000000001000;
            'b0100: out <= 16'b0000000000010000;
            'b0101: out <= 16'b0000000000100000;
            'b0110: out <= 16'b0000000001000000;
            'b0111: out <= 16'b0000000010000000;
            'b1000: out <= 16'b0000000100000000;
            'b1001: out <= 16'b0000001000000000;
            'b1010: out <= 16'b0000010000000000;
            'b1011: out <= 16'b0000100000000000;
            'b1100: out <= 16'b0001000000000000;
            'b1101: out <= 16'b0010000000000000;
            'b1110: out <= 16'b0100000000000000;
            'b1111: out <= 16'b1000000000000000;
        endcase
    end
endmodule
==> ./run.sh <==
#!/bin/bash
# OpenROAD 26Q1-2900-gdf79404cd8, Yosys 0.63+post, stock flow scripts
make -C /OpenROAD-flow-scripts/flow DESIGN_CONFIG=/design/flow/config.mk WORK_HOME=/design/flow/orfs finish
==> summary.txt <==
run results: status finished clean, top post-synthesis cells by count edfxtp_1, xnor2_1, xor2_1, nand4_1, nor4_1, WL/cell 20.2 um, Yosys cell types 43, area share of the largest cell type after synthesis 70.6%, Crit path required time 19.55 ns, pwr/cell area 96.6 mW/mm^2, Synth Flop Type edfxtp_1, total core area 0.935 mm^2, critical path's largest stage delay 0.68 ns, CTS tree done, VDD IR-drop max 0.000101 V, PostCTS Resize Cnt 0, critical path arrival 8.91 ns, buffers added on ports 31, clock network power share 41.9%, largest net degree at the start of global routing 71, FF+latch count, synth 6,624, Final Cell Area 0.319 mm^2, cell type with the largest total area edfxtp_1, initial antenna violation count 11, CP Capture Type register, Final Cycle Share 43.1%, worst skew pair latency 1.06 ns, Main area contributors edfxtp_1, xnor2_1, xor2_1, nand4_1, nor4_1, DR vias/cell 4.45, Seq share, synth 70.6%, total number of vias 138,088, Iter 0 DRT Violations 8,654, Post-synth ARST share 0%, leak pwr 98.1 nW, Synth Instances 17,260, # setup viols final 0, Yosys chip area 0.282 mm^2, share of cells above drive strength 1 10.4%, clk slew on worst S/H paths 0.06 ns, P_int 24.1 mW, overall routing resource usage 14.0%, HP Class register to register, Synth warnings 2, RSZ-0062 raised after global routing no, # IOs 35, cell mode on critical path buf_4, CP max FO 37, Cell Area, Placed 0.298 mm^2, Rel. slew slack 30.8%, post-layout util 34.2%, Worst Tran Pin Value 1.03 ns, placed insts 29,794, Gate power share 5.1%, ys cells 17,260, switching share of power 21.9%, vias in the first global route 143,863, synth-to-layout area growth 13.3%, # hold bufs at CTS 0, Pins Over Slew Limit 0, Routed WL 626 mm, NetSw 6.74 mW, Fill cells 87,046, Die Span X 971 um, Non-Filler Instances 31,038, Max Cap Viol 0, hpwl dp 355 mm, Seq pwr share 53.0%, clock buffer count from CTS 694, Hold Vio Cnt, Final 0, # DRC 0, most frequent cell after synthesis edfxtp_1, Placement Setup Slack 9.32 ns, slowest cell on the critical path nor4_1, starting density of the core 30.1%, hold slack 0.590 ns, Setup WS post-layout 10.64 ns, first-pass GRT wire length 938 mm, syn avg cell area 16.3 um^2, Worst setup SP type primary input, crit-path cells buf_8 > buf_4 > buf_4 > buf_4 > buf_4 > buf_4 > xor2_1 > nor4_1 > nand3_1 > nor4_1 > nor4_1 > nand4_1 > o32a_1, Die Ht 971 um, GP Congestion 0.821, CP Class primary input to register, drt first pass iters 5, Overflow after GRT 0, ANT nets after route 0, setup repair bufs after CTS 0, H-tree levels 6, root buf cell clkbuf_16, clk sinks 6,624, Setup TNS Final 0 ns, Die Size 0.943 mm^2, Final Power 30.8 mW, maximum clock path buffer count 4, min Tclk post-route 8.06 ns, Core Rows 355, count of library flops with an enable pin 6,624, FMAX 124 MHz, Post-Route Skew 0.0959 ns, OpenROAD warning count 45, Syn Std Cell Area 0.282 mm^2
[power groups by stage]
stage / Sequential [mW] / Combinational [mW] / Clock [mW]
6_report: 16.4 / 1.56 / 12.9
5_1_grt: 16.3 / 1.72 / 13.8
4_1_cts: 16.4 / 1.61 / 13.2
[worst max-delay path, delay by kind of cell]
family | cells | cell delay (ns)
buffers and inverters | 6 | 3.02
xor gates and xnor gates | 1 | 0.22
AOI/OAI and AO/OA | 1 | 0.40
and+or+nand+nor | 5 | 1.36
[layout make-up]
class / instances / area (um^2) / share of cell area (%)
Antenna cell: 5 / 12.5 / 0.00392
Timing Repair Buffer: 784 / 6410 / 2.01
Clock buffer: 895 / 18300 / 5.73
Sequential cell: 6624 / 199000 / 62.3
Multi-Input combinational cell: 9795 / 76800 / 24.1
Tap cell: 12495 / 15600 / 4.90
Inverter: 96 / 360 / 0.113
Clock inverter: 344 / 2850 / 0.891
[flip-flops by register name, summed over array words and instances, names as in the netlist]
register / count
genblk1.set.read_ptr: 64
genblk1.set.write_ptr: 64
genblk1.set.hit: 16
genblk1.set.tags: 6400
genblk1.set.cache_size: 80
[worst paths after layout]
kind / to / start / cells past startpoint / slack [ns]
max: genblk1[11].set.hit$_DFFE_PP_ / addr_in[25] / 13 / 10.64
min: genblk1[15].set.cache_size[4]$_DFFE_PP_ / genblk1[15].set.cache_size[4]$_DFFE_PP_ / 1 / 0.59
max reg2reg: genblk1[4].set.tags[1][18]$_DFFE_PP_ / genblk1[4].set.hit$_DFFE_PP_ / 4 / 15.50
min reg2reg: genblk1[15].set.cache_size[4]$_DFFE_PP_ / genblk1[15].set.cache_size[4]$_DFFE_PP_ / 1 / 0.59
[routing by layer]
| metal | part of all wire [%] | wire (um) | GRT usage (%) |
|---|---|---|---|
| met2 | 45 | 279000 | 20.5 |
| met4 | 1.9 | 11700 | 2.29 |
| met3 | 12 | 75200 | 8.04 |
| met5 | 0.0043 | 27 | 0 |
| met1 | 41 | 259000 | 19.2 |
[kinds of logic (layout without fill, tap and decap cells)]
group	count (synthesis)	in the layout	share of synthesized area (%)
flip-flops	6624	6624	70.6
XOR/XNOR	6512	6512	20.2
AND/OR/NAND/NOR	3064	3064	6.18
buffers and inverters	841	2119	2.36
AND-OR/OR-AND	153	153	0.329
adder cells (fa/ha/maj)	64	64	0.284
multiplexers	2	2	0.00711
other	0	5	0
[cell usage in the layout, fill, tap and decap left out, types with 8 or more instances in the layout]
cell | Yosys | layout
edfxtp_1 | 6624 | 6624
xnor2_1 | 3350 | 3350
xor2_1 | 3162 | 3162
nand4_1 | 866 | 866
nor4_1 | 788 | 788
buf_4 | 431 | 728
clkbuf_16 | 0 | 702
nor3_1 | 437 | 437
nand3_1 | 411 | 411
nor2_2 | 1 | 257
clkbuf_1 | 10 | 193
clkinv_1 | 0 | 175
inv_1 | 96 | 95
nand2_1 | 94 | 94
clkinv_2 | 0 | 85
a31oi_1 | 74 | 74
nor3b_1 | 69 | 69
ha_1 | 64 | 64
o21ai_0 | 58 | 58
nor2_1 | 311 | 55
bufinv_16 | 0 | 26
buf_12 | 0 | 26
and3_1 | 25 | 25
buf_8 | 0 | 25
inv_6 | 0 | 17
inv_16 | 0 | 13
clkinv_16 | 0 | 13
and2_1 | 11 | 11
clkinv_8 | 0 | 8
Power figures rest on the tool's default switching activity, not on a simulated workload.
